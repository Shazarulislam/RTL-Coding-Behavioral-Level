==> design.v <==
module p_10(clk,rst,count);
input clk, rst;
output reg [7:0]count; 
always @(posedge clk) begin 
    if (rst) begin 
        count <= 8'b0000_0011;
        end
    else begin 
        count <= count << 2;
        count[1] <= count[6];
        count[0] <= count[7];
    end
end
endmodule
`timescale 1 ps / 1 ps
module p_10_tb;
reg clk, rst;  
wire [7:0]count;  
p_10 rc1(clk,rst,count);  
always #10 clk = ~clk;  
initial begin 
clk = 1'b0;
rst = 1'b0;
#10 rst = 1'b1;
#20 rst = 1'b0;
end
initial 
$monitor("Time=%0t | clk=%b |rst=%b |count=%b",$realtime,clk,rst,count);
endmodule
==> run.sh <==
#!/bin/bash
# OpenROAD 26Q1-2900-gdf79404cd8, Yosys 0.63+post, stock flow scripts
make -C /OpenROAD-flow-scripts/flow DESIGN_CONFIG=/design/flow/config.mk WORK_HOME=/design/flow/orfs finish
==> config.mk <==
export PLATFORM = sky130hd
export DESIGN_NAME = p_10
export DESIGN_NICKNAME = p_10
export VERILOG_FILES = /design/flow/design.v
export SDC_FILE = /design/flow/constraint.sdc
export NUM_CORES = 4
export LEC_CHECK = 1
export CORE_AREA = 10 10 70 70
export DIE_AREA = 0 0 80 80
==> constraint.sdc <==
current_design p_10

set clk_period 1.2
set clk_io_pct 0.2

create_clock -name clk0 -period $clk_period [get_ports {clk}]

set non_clock_inputs [all_inputs -no_clocks]
set_input_delay [expr $clk_period * $clk_io_pct] -clock clk0 $non_clock_inputs
set_output_delay [expr $clk_period * $clk_io_pct] -clock clk0 [all_outputs]
==> results.txt <==
Notes on the physical implementation.

- In the setup report, the worst path falls into the class reg2out.
- The worst path needs between 1000 and 1500 ps of the cycle, external delays included.
- The area fraction in mux cells is 0%, for reference.
- The number of hold buffers added after cts is 0, for reference.
- The die is 80 µm tall.
- In the placement report, post-DP HPWL is listed as 387 µm.
- Summing the areas of all fa, ha and maj instances in the mapped netlist gives 0% of the synthesized area.
- The simple-gate share of the synthesized area is 23.8%, for reference.
- Counting both buffers and inverters, the worst setup path holds a total of 1.
- For this run, the detailed router reports a per-instance via density of 1.91.
- The overflow left after global routing is 0, for reference.
- Sequential cells burn a little under three fifths of the power.
- Per the gpl log, the routability congestion estimate is 0.703.
- Checking max transition, the worst relative margin is 82.0%.
- The number of global-route vias before repair was 166.
- The final core area utilization is 11.2%, for reference.
- Setup repair after global routing left no endpoint under its margin.
- The largest registers in the layout are count x8.
- The worst setup skew after layout is 1.49 ps, for reference.
- Per the hold report, the tightest min-delay path originates at count[7].
- Per the OpenROAD floorplan log, the width of the die is 80 µm.
- The arrival time reported for the critical path endpoint is approximately 820 ps, for reference.
- Per the power-grid run, VDD falls by no more than 321 µV.
- The flow ran to the end, and the final reports show no timing, DRC or antenna violations.
- STA classifies the critical path startpoint as a flop.
- The number of instances in the synthesized netlist is 16, for reference.
- The wire length of the first global-routing pass is between 800 and 900 µm, for reference.
- The total I/O pin count is 10, for reference.
- The required time at the worst endpoint is listed as 960 ps.
- Per report_power, the clock group accounts for 38.6% of the total.
- Clock latency on the worst-skew pair, taken at its later pin, is 250 ps.
- The remaining routing DRC violations is 0, for reference.
- The post-synthesis sequential area ratio is roughly three quarters, for reference.
- The actual transition at the worst max-transition pin is 269 ps, for reference.
- The switching power as a share of total power is 19.6%, for reference.
- After filler insertion, the fill cell instance count of the layout stands at 396.
- For reference, the critical path cell chain is dlygate4sd2_1.
- The slowest stage of the critical path belongs to the cell sky130_fd_sc_hd__dfxtp_1.
- The number of vias in the routed layout is approximately 140, for reference.
- Max-cap violations in this run came to 0.
- In this run, distinct cell masters in the synthesized netlist total 3.
- The worst register-to-register path begins at count[6].
- The endpoint kind of the worst setup timing path is an output pin, for reference.
- Per the synthesis report, the AND-OR/OR-AND share of the synthesized area is 0%.
- In the log, the iteration count for the first detailed-route pass is 1.
- The clock net in this run drives a total of 8 sinks.
- The TritonCTS clock tree is built, for reference.
- The Yosys chip area is 210 µm², for reference.
- The antenna diode instance count is 0, for reference.
- Once the floorplan was initialized, standard cells occupied 6.15% of the core.
- The total core area is between 0.003 and 0.004 mm², for reference.
- The standby leakage power is 0.164 nW, for reference.
- Per the summary, power density relative to cell area is 1350 mW/mm².
- The family with the most delay on the worst path is flip-flops, for reference.
- Max fanout on the critical path was recorded as 2.
- The number of failing hold endpoints at the final stage is 0, for reference.
- Nets still carrying antenna violations after routing amount to 0.
- The root buffer cell is sky130_fd_sc_hd__clkbuf_4, for reference.
- OpenROAD emitted warnings numbering 25.
- Between the synthesized netlist and the finished layout, the area growth was recorded as 82.7%.
- The final max-slew violation count is 0, for reference.
- The critical path starts at count[1].
- Entering global routing, the biggest net connects 9 pins.
- The number of buffer cells added on primary ports is 9, for reference.
- In this run the full chip footprint comes out at 0.00640 mm².
- The register with the most flip-flops in the layout has 8 of them.
- The initial antenna violation count is 0, for reference.
- The worst hold path belongs to the class reg2reg.
- The number of design-rule violations left by the first detailed-router iteration is 0, for reference.
- The number of CTS-inserted buffers is 3, for reference.
- The average wire per standard cell is about 7.1 µm, for reference.
- The final cycle utilization of the critical path is 88.0%, for reference.
- The final setup violation count is 0, for reference.
- The post-synthesis xor/xnor area fraction is 0%, for reference.
- The net switching power figure is 102 µW, for reference.
- After routing, the total negative slack on setup checks comes to 0 ps.
- The H-tree depth is 1, for reference.
- In this run the core area contains 21 standard-cell rows.
- The synthesis stat section lists a flop and latch total of 8.
- Summed over all layers, the routed wires come to around 530 µm.
- The cell area after technology mapping is 210 µm², for reference.
- Summed over all routing layers, the global router reports a total usage of 2.02%.
- Combinational cells account for approximately 6.3% of the total power.
- The internal portion of the total power is between 400 and 500 µW.
- The highest clock frequency the design can meet is 947 MHz, for reference.
- Dividing the synthesized area by the synthesized cell count gives ~13 µm².
- The post-route netlist has 31.0% of its cells at a drive strength greater than 1.
- By area, the combinational part of the netlist is dominated by simple AND/OR/NAND/NOR gates.
- The largest register by flop count is count, for reference.
- The worst stage delay on the critical path is approximately 310 ps, for reference.
- The total cells reported by yosys after synthesis is 16, for reference.
- The clock-pin transition on the worst setup and hold timing paths is 50 ps, for reference.
- The longest clock path from root to sink contains 2 buffers.
- The yosys warning tally is 1, for reference.
-- placed cells by master (no fill, tap or decap), drive strengths merged --
cell           instances
clkdlybuf4s50          1
clkbuf                 3
dlygate4sd2            8
or2                    2
dfxtp                  8
buf                    1
nor2b                  6
-- metrics by stage --
stage	cell area [µm²]	total power, mW	hold WS [ps]	setup slack, ps	instances
after floorplan	210	0.295	312	627	16
after global routing	384	0.565	447	72.5	75
after detailed placement	358	0.330	424	15.5	71
final	384	0.519	422	145	75
after CTS	384	0.528	426	137	75
after global placement	358	0.330	424	39.4	71
-- layer usage --
layer  global-route usage [%]  routed length [µm]
met1                     2.15                 235
met2                     1.28                  75
met3                     4.32                 223
met4                    0.176                   0
met5                        0                   0
-- cells in the mapped netlist --
master                    count  area share (%)
sky130_fd_sc_hd__dfxtp_1      8              76
sky130_fd_sc_hd__or2_1        2             6.0
sky130_fd_sc_hd__nor2b_1      6              18
-- area by class of cell --
class / instances / area (µm²) / area share [%]
sequential: 8 / 166 / 43.3
clock buffer: 3 / 22.5 / 5.86
timing repair buffer: 10 / 87.6 / 22.8
tap: 46 / 57.6 / 15.0
multi-input combinational: 8 / 50.0 / 13.0
-- power groups by stage --
| stage | Combinational [mW] | Clock [mW] | Sequential (mW) |
|---|---|---|---|
| 4_1_cts | 0.0332 | 0.208 | 0.286 |
| 5_1_grt | 0.0373 | 0.240 | 0.288 |
| 6_report | 0.0325 | 0.201 | 0.286 |
-- repair_timing --
action | 4_1_cts | 5_1_grt
setup buffers | 1 | 0
endpoints found under the hold margin | 0 | 0
endpoints found under the setup margin | 8 | 0
resized | 13 | 0
-- worst paths after layout --
| check | cells after the start | slack (ps) | to |
|---|---|---|---|
| max reg2reg | 2 | 460 | count[1] |
| min reg2reg | 1 | 420 | count[0] |
| max | 1 | 140 | count[1] |
| min | 1 | 420 | count[0] |
-- cells by family (layout without fill, tap and decap cells) --
logic type / count (synthesis) / count (layout)
simple gates: 8 / 8
buf+inv: 0 / 13
flops: 8 / 8
Power is estimated from default activity; no workload was simulated.
