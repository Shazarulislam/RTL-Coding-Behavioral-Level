## ./design.v

```verilog
module P_4(A,B,Ora,C0,C1,C2,Clk,Ad);
input [2:0] A,B;
input Clk,Ad,Ora;
output reg C0,C1,C2;
wire [2:0] Sum,OR;
assign Sum = A ^ B;
assign OR = A | B;
always@(posedge Clk) begin
	if(Ora | Ad ==1'b0)begin
		if(Ora==1'b0) begin
			C0 <= Sum[0];
			C1 <= Sum[1];
			C2 <= Sum[2];
		end
		else begin
			C0 <= OR[0];
			C1 <= OR[1];
			C2 <= OR[2];
		end
	end
 end
 endmodule
 module P_4_tb;
 reg [2:0] A,B;
 reg Clk,Ad,Ora;
 wire C0,C1,C2;
 integer i;
 P_4 f(A,B,Ora,C0,C1,C2,Clk,CE,Ad);
always #10 Clk=~Clk;
initial begin
	Clk= 1'b0;
	Ad = 1'b0;
	#10 Clk= 1'b1;
	#10 Ad = 1'b0;
end
initial begin
	for (i=0; i <128 ;i=i+1)begin
		#10 {A,B,Ora}=i;
	end
end
initial begin
	$monitor("Time= %0t |Clk=%b| Ora=%b| A=%b | B=%b | C0=%b | C1=%b | C2=%b ",$realtime,Clk,Ora,A,B,C0,C1,C2);
end
endmodule
```

## ./run.sh

```bash
#!/bin/bash
# OpenROAD 26Q1-2900-gdf79404cd8, Yosys 0.63+post, stock flow scripts
make -C /OpenROAD-flow-scripts/flow DESIGN_CONFIG=/design/flow/config.mk WORK_HOME=/design/flow/orfs finish
```

## ./config.mk

```make
export PLATFORM = sky130hd
export DESIGN_NAME = P_4
export DESIGN_NICKNAME = P_4
export VERILOG_FILES = /design/flow/design.v
export SDC_FILE = /design/flow/constraint.sdc
export NUM_CORES = 4
export LEC_CHECK = 1
export CORE_AREA = 10 10 70 70
export DIE_AREA = 0 0 80 80
```

## ./constraint.sdc

```tcl
current_design P_4

set clk_period 1.0
set clk_io_pct 0.2

create_clock -name clk0 -period $clk_period [get_ports {Clk}]

set non_clock_inputs [all_inputs -no_clocks]
set_input_delay [expr $clk_period * $clk_io_pct] -clock clk0 $non_clock_inputs
set_output_delay [expr $clk_period * $clk_io_pct] -clock clk0 [all_outputs]
```

==> impl_metrics.xml <==
<?xml version="1.0" encoding="UTF-8"?>
<metrics>
  <group name="pwr">
    <metric name="worst_ir_drop_vdd" unit="µV">236</metric>
    <metric name="switchingPower" unit="mW">0.0949</metric>
    <metric name="clock_power_share" unit="">0.470</metric>
    <metric name="cell_internal_power_dissipation" unit="mW">0.353</metric>
    <metric name="leakagePower" unit="nW">0.193</metric>
    <metric name="combinationalPowerShare" unit="">0.166</metric>
    <metric name="post-layout-total-power" unit="mW">0.448</metric>
    <metric name="seq_power_share" unit="">0.365</metric>
    <metric name="switching_power_share_of_the_total" unit="">0.212</metric>
    <metric name="power_density_normalized_to_cell_area" unit="nW/µm²">1200</metric>
  </group>
  <group name="drt">
    <metric name="per_cell_routed_wire_length" unit="µm">6.84</metric>
    <metric name="drt_pre_antenna_iters" unit="">1</metric>
    <metric name="drc" unit="">0</metric>
    <metric name="routed_wirelength" unit="µm">554</metric>
    <metric name="insertedDiodeCount" unit="">0</metric>
    <metric name="dr_total_vias" unit="">173</metric>
    <metric name="postRouteAntennaNets" unit="">0</metric>
    <metric name="via_per_inst" unit="">2.14</metric>
    <metric name="violation_count_after_the_first_detailed_routing_iteration" unit="">0</metric>
  </group>
  <group name="placed_design">
    <metric name="buffer_ports.inserted" unit="">11</metric>
    <metric name="hpwl" unit="µm">480</metric>
    <metric name="gp_congestion" unit="">0.706</metric>
  </group>
  <group name="logic_synthesis">
    <metric name="synth.lib_cells_used.distinct" unit="">7</metric>
    <metric name="syn_area" unit="µm²">193</metric>
    <metric name="synth.yosys.chip_area" unit="µm²">193</metric>
    <metric name="post-synth-top-area-cell" unit="">edfxtp_1</metric>
    <metric name="cells_in_synth_stat_txt" unit="">19</metric>
    <metric name="post_synth.cell_area_avg" unit="µm²">10.1</metric>
    <metric name="synthMuxAreaShare" unit="">0.104</metric>
    <metric name="ys_seq_share" unit="">0.468</metric>
    <metric name="postSynthCellCount" unit="">19</metric>
    <metric name="adder_share" unit="">0.195</metric>
    <metric name="post_synth_main_area_contributors" unit="">edfxtp_1, ha_1, inv_1, mux2i_1, nand2b_1</metric>
    <metric name="post_synth_and_or_nand_nor_area_fraction" unit="">0.0519</metric>
    <metric name="synth_warnings" unit="">1</metric>
    <metric name="ys_top_logic_family" unit="">adder cells</metric>
    <metric name="registers_synthesis" unit="">3</metric>
    <metric name="xor_area_frac" unit="">0</metric>
    <metric name="post-synth-top-area-fraction" unit="">0.468</metric>
    <metric name="synth.cellmix.compoundShare" unit="">0.0260</metric>
  </group>
  <group name="final_timing">
    <metric name="slew_violations" unit="">0</metric>
    <metric name="timing.max_slew.rel_slack" unit="">0.909</metric>
    <metric name="layout_min_cycle_time" unit="ns">0.932</metric>
    <metric name="report.final.hold_viol_count" unit="">0</metric>
    <metric name="layout_worst_path_cycle_share" unit="">0.932</metric>
    <metric name="finalSetupViolCount" unit="">0</metric>
    <metric name="grt_setup_unrepaired" unit="">no</metric>
    <metric name="worstMarginPinSlew" unit="ns">0.132</metric>
    <metric name="timing.hold.ws" unit="ns">0.393</metric>
    <metric name="clock.fmax" unit="GHz">1.07</metric>
  </group>
  <group name="cells_and_area">
    <metric name="comb_area" unit="µm²">72.6</metric>
    <metric name="layout-drive-gt1-share" unit="">0.200</metric>
    <metric name="areaGrowthSynthToFinish" unit="%">94.2</metric>
    <metric name="num-fill-cells" unit="">420</metric>
    <metric name="sequential_cell_area" unit="µm²">90.1</metric>
  </group>
  <group name="floorplanning">
    <metric name="fp.dieArea" unit="µm²">6400</metric>
    <metric name="core-area" unit="µm²">3420</metric>
    <metric name="initial_core_util" unit="">0.0564</metric>
    <metric name="fp-row-count" unit="">21</metric>
    <metric name="die.size.x" unit="µm">80</metric>
    <metric name="pin_count" unit="">12</metric>
    <metric name="die_y_size" unit="µm">80</metric>
  </group>
  <group name="clocking">
    <metric name="ctsHtreeMaxLevel" unit="">1</metric>
    <metric name="cts.root.buffer_cell" unit="">clkbuf_4</metric>
    <metric name="clock_sinks" unit="">3</metric>
    <metric name="clock_tree_from_tritoncts" unit="">yes</metric>
    <metric name="cts_max_path_buffers" unit="">2</metric>
    <metric name="clock_transition_at_the_registers_of_the_reported_paths" unit="ns">0.04</metric>
    <metric name="cts_hold_repair.buffers" unit="">0</metric>
    <metric name="tritoncts.num_buffers" unit="">3</metric>
  </group>
  <group name="global_routing">
    <metric name="pin_count_of_the_biggest_net_entering_global_routing" unit="">4</metric>
    <metric name="grt_first_pass_wirelength" unit="µm">993</metric>
    <metric name="antenna_found_initial" unit="">0</metric>
    <metric name="groute.usage.overall" unit="">0.0204</metric>
    <metric name="gr-total-overflow" unit="">0</metric>
    <metric name="grt_pass1_vias" unit="">213</metric>
  </group>
  <group name="critical_path">
    <metric name="critical_path_peak_fanout" unit="">1</metric>
    <metric name="worstSetupPathDepth" unit="">1</metric>
    <metric name="slowest_delay" unit="ns">0.37</metric>
    <metric name="worstSetupStartpointType" unit="">flop</metric>
    <metric name="cp_cell_sequence" unit="">buf_2</metric>
    <metric name="crit_path_end_kind" unit="">output pin</metric>
    <metric name="critPathArrivalTime" unit="ns">0.73</metric>
    <metric name="worst-endpoint-required" unit="ns">0.80</metric>
    <metric name="setup.worst_path.class" unit="">flop to output pin</metric>
    <metric name="critical_path_buf_inv_count" unit="">1</metric>
    <metric name="crit_family" unit="">flip-flops</metric>
    <metric name="worst_path_max_delay_cell" unit="">edfxtp_1</metric>
  </group>
  <group name="worst_hold_path">
    <metric name="holdCritPathClass" unit="">input port to flop</metric>
    <metric name="number_of_instances_on_the_worst_hold_path" unit="">3</metric>
  </group>
  <group name="job">
    <metric name="warning_count" unit="">25</metric>
    <metric name="drv_cap" unit="">0</metric>
  </group>
  <group name="outcome">
    <metric name="run_status" unit="">finished, final reports clean</metric>
  </group>
</metrics>
==> cell families (layout without fill, tap and decap cells) <==
kind of cell | count (synthesis) | count (layout)
compound gates | 1 | 1
fa+ha+maj | 3 | 3
buf+inv | 8 | 24
flops | 3 | 3
mux | 2 | 2
simple gates | 2 | 2
==> through the flow <==
step	setup TNS, ns	worst slack (ns)	utilization	cells	instance area (µm²)
6_report	0	0.0676	0.110	81	374
5_1_grt	0	0.0465	0.110	81	374
4_1_cts	0	0.00529	0.110	81	377
3_5_place_dp	-1.62	-0.385	0.108	77	368
3_3_place_gp	-1.55	-0.358	0.108	77	368
2_1_floorplan	0	0.141	-	19	193
==> placed cells by master (no fill, tap or decap), types with 2 or more instances in the layout <==
| cell | n |
|---|---|
| clkbuf_4 | 3 |
| dlygate4sd2_1 | 6 |
| buf_2 | 2 |
| ha_1 | 3 |
| mux2i_1 | 2 |
| inv_1 | 8 |
| edfxtp_1 | 3 |
==> Yosys cell counts <==
cell and instances:
inv_1 8, edfxtp_1 3, ha_1 3, mux2i_1 2
a21oi_1 1, nand2b_1 1, nor2_1 1
==> state kept, by name (all words and copies together), names as in the netlist <==
name  cells
C0        1
C2        1
C1        1
==> power groups by stage <==
| stage | logic [mW] | registers (mW) | clock network (mW) |
|---|---|---|---|
| 4_1_cts | 0.0787 | 0.163 | 0.224 |
| 5_1_grt | 0.0869 | 0.164 | 0.236 |
| 6_report | 0.0742 | 0.164 | 0.211 |
==> worst paths after layout <==
kind                  start  to  slack [ns]
worst min-delay path    Ora  C0        0.39
worst max-delay path     C2  C2        0.07
==> tightest hold or removal path: cells and delay by family <==
kind	cells	cell delay, ns
AOI/OAI and AO/OA	1	0.12
buffers and inverters	1	0.12
and+or+nand+nor	1	0.06
==> routing by layer <==
layer  global-route usage  routed length, µm  vias up
li1                     -                  -       90
met1               0.0261                309       70
met2               0.0233                154       13
met3               0.0193                 89        0
met4              0.00528                  0        0
met5                    0                  0        -
==> timing repair <==
| action | in CTS | in global routing |
|---|---|---|
| setup endpoints to repair | 6 | 2 |
| setup buffers | 0 | 0 |
| pin swaps | 4 | 0 |
| gates resized | 14 | 2 |
==> area by class of cell <==
class,count,share of cell area
timing repair buffer,12,0.261
inverter,8,0.0803
multi-input combinational,8,0.194
tap,46,0.154
clock buffer,4,0.0702
sequential,3,0.241
Power is estimated from default activity; no workload was simulated.
